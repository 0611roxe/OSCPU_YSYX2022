[flow/design.v]
`timescale 1ns/10ps
`timescale 1ns / 1ps
module exe_stage(
  input wire rst,
  input wire [4 : 0]inst_type_i,
  input wire [7 : 0]inst_opcode,
  input wire [63 : 0]op1,
  input wire [63 : 0]op2,
  output wire [4 : 0]inst_type_o,
  output reg  [63 : 0]rd_data
);
assign inst_type_o = inst_type_i;
always@( * )
begin
  if( rst == 1'b1 )
  begin
    rd_data = 64'h00000000_00000000;
  end
  else
  begin
    case( inst_opcode )
	  8'h11: begin rd_data = op1 + op2;  end
	  default:   begin rd_data = 64'h00000000_00000000; end
	endcase
  end
end
endmodule
`timescale 1ns / 1ps
module id_stage(
  input wire rst,
  input wire [31 : 0]inst,
  input wire [63 : 0]rs1_data,
  input wire [63 : 0]rs2_data,
  output wire rs1_r_ena,
  output wire [4 : 0]rs1_r_addr,
  output wire rs2_r_ena,
  output wire [4 : 0]rs2_r_addr,
  output wire rd_w_ena,
  output wire [4 : 0]rd_w_addr,
  output wire [4 : 0]inst_type,
  output wire [7 : 0]inst_opcode,
  output wire [63 : 0]op1,
  output wire [63 : 0]op2
);
wire [6  : 0]opcode;
wire [4  : 0]rd;
wire [2  : 0]func3;
wire [4  : 0]rs1;
wire [11 : 0]imm;
assign opcode = inst[6  :  0];
assign rd     = inst[11 :  7];
assign func3  = inst[14 : 12];
assign rs1    = inst[19 : 15];
assign imm    = inst[31 : 20];
wire inst_addi =   ~opcode[2] & ~opcode[3] & opcode[4] & ~opcode[5] & ~opcode[6]                
                 & ~func3[0] & ~func3[1] & ~func3[2];
assign inst_type[4] = ( rst == 1'b1 ) ? 0 : inst_addi;
assign inst_opcode[0] = (  rst == 1'b1 ) ? 0 : inst_addi;
assign inst_opcode[1] = (  rst == 1'b1 ) ? 0 : 0;
assign inst_opcode[2] = (  rst == 1'b1 ) ? 0 : 0;
assign inst_opcode[3] = (  rst == 1'b1 ) ? 0 : 0;
assign inst_opcode[4] = (  rst == 1'b1 ) ? 0 : inst_addi;
assign inst_opcode[5] = (  rst == 1'b1 ) ? 0 : 0;
assign inst_opcode[6] = (  rst == 1'b1 ) ? 0 : 0;
assign inst_opcode[7] = (  rst == 1'b1 ) ? 0 : 0;
assign rs1_r_ena  = ( rst == 1'b1 ) ? 0 : inst_type[4];
assign rs1_r_addr = ( rst == 1'b1 ) ? 0 : ( inst_type[4] == 1'b1 ? rs1 : 0 );
assign rs2_r_ena  = 0;
assign rs2_r_addr = 0;
assign rd_w_ena   = ( rst == 1'b1 ) ? 0 : inst_type[4];
assign rd_w_addr  = ( rst == 1'b1 ) ? 0 : ( inst_type[4] == 1'b1 ? rd  : 0 );
assign op1 = ( rst == 1'b1 ) ? 0 : ( inst_type[4] == 1'b1 ? rs1_data : 0 );
assign op2 = ( rst == 1'b1 ) ? 0 : ( inst_type[4] == 1'b1 ? { {52{imm[11]}}, imm } : 0 );
endmodule
`timescale 1ns / 1ps
module if_stage(
  input wire clk,
  input wire rst,
  output wire [63 : 0]inst_addr,
  output wire         inst_ena
);
reg [63 : 0]pc;
always@( posedge clk )
begin
  if( rst == 1'b1 )
  begin
    pc <= 64'h00000000_00000000 ;
  end
  else
  begin
    pc <= pc + 4;
  end
end
assign inst_addr = pc;
assign inst_ena  = ( rst == 1'b1 ) ? 0 : 1;
endmodule
`timescale 1ns / 1ps
module regfile(
    input  wire clk,
	input  wire rst,
	input  wire  [4  : 0] w_addr,
	input  wire  [63 : 0] w_data,
	input  wire 		  w_ena,
	input  wire  [4  : 0] r_addr1,
	output reg   [63 : 0] r_data1,
	input  wire 		  r_ena1,
	input  wire  [4  : 0] r_addr2,
	output reg   [63 : 0] r_data2,
	input  wire 		  r_ena2
    );
	reg [63 : 0] 	regs[0 : 31];
	always @(posedge clk) 
	begin
		if ( rst == 1'b1 ) 
		begin
			regs[ 0] <= 64'h00000000_00000000;
			regs[ 1] <= 64'h00000000_00000000;
			regs[ 2] <= 64'h00000000_00000000;
			regs[ 3] <= 64'h00000000_00000000;
			regs[ 4] <= 64'h00000000_00000000;
			regs[ 5] <= 64'h00000000_00000000;
			regs[ 6] <= 64'h00000000_00000000;
			regs[ 7] <= 64'h00000000_00000000;
			regs[ 8] <= 64'h00000000_00000000;
			regs[ 9] <= 64'h00000000_00000000;
			regs[10] <= 64'h00000000_00000000;
			regs[11] <= 64'h00000000_00000000;
			regs[12] <= 64'h00000000_00000000;
			regs[13] <= 64'h00000000_00000000;
			regs[14] <= 64'h00000000_00000000;
			regs[15] <= 64'h00000000_00000000;
			regs[16] <= 64'h00000000_00000000;
			regs[17] <= 64'h00000000_00000000;
			regs[18] <= 64'h00000000_00000000;
			regs[19] <= 64'h00000000_00000000;
			regs[20] <= 64'h00000000_00000000;
			regs[21] <= 64'h00000000_00000000;
			regs[22] <= 64'h00000000_00000000;
			regs[23] <= 64'h00000000_00000000;
			regs[24] <= 64'h00000000_00000000;
			regs[25] <= 64'h00000000_00000000;
			regs[26] <= 64'h00000000_00000000;
			regs[27] <= 64'h00000000_00000000;
			regs[28] <= 64'h00000000_00000000;
			regs[29] <= 64'h00000000_00000000;
			regs[30] <= 64'h00000000_00000000;
			regs[31] <= 64'h00000000_00000000;
		end
		else 
		begin
			if ((w_ena == 1'b1) && (w_addr != 5'h00))	
				regs[w_addr] <= w_data;
		end
	end
	always @(*) begin
		if (rst == 1'b1)
			r_data1 = 64'h00000000_00000000;
		else if (r_ena1 == 1'b1)
			r_data1 = regs[r_addr1];
		else
			r_data1 = 64'h00000000_00000000;
	end
	always @(*) begin
		if (rst == 1'b1)
			r_data2 = 64'h00000000_00000000;
		else if (r_ena2 == 1'b1)
			r_data2 = regs[r_addr2];
		else
			r_data2 = 64'h00000000_00000000;
	end
endmodule
`timescale 1ns / 1ps
`timescale 1ns / 1ps
module rvcpu(
  input wire            clk,
  input wire            rst,
  input wire  [31 : 0]  inst,
  output wire [63 : 0]  inst_addr, 
  output wire           inst_ena
);
wire rs1_r_ena;
wire [4 : 0]rs1_r_addr;
wire rs2_r_ena;
wire [4 : 0]rs2_r_addr;
wire rd_w_ena;
wire [4 : 0]rd_w_addr;
wire [4 : 0]inst_type;
wire [7 : 0]inst_opcode;
wire [63 : 0]op1;
wire [63 : 0]op2;
wire [63 : 0] r_data1;
wire [63 : 0] r_data2;
wire [4 : 0]inst_type_o;
wire [63 : 0]rd_data;
if_stage If_stage(
  .clk(clk),
  .rst(rst),
  .inst_addr(inst_addr),
  .inst_ena(inst_ena)
);
id_stage Id_stage(
  .rst(rst),
  .inst(inst),
  .rs1_data(r_data1),
  .rs2_data(r_data2),
  .rs1_r_ena(rs1_r_ena),
  .rs1_r_addr(rs1_r_addr),
  .rs2_r_ena(rs2_r_ena),
  .rs2_r_addr(rs2_r_addr),
  .rd_w_ena(rd_w_ena),
  .rd_w_addr(rd_w_addr),
  .inst_type(inst_type),
  .inst_opcode(inst_opcode),
  .op1(op1),
  .op2(op2)
);
exe_stage Exe_stage(
  .rst(rst),
  .inst_type_i(inst_type),
  .inst_opcode(inst_opcode),
  .op1(op1),
  .op2(op2),
  .inst_type_o(inst_type_o),
  .rd_data(rd_data)
);
regfile Regfile(
  .clk(clk),
  .rst(rst),
  .w_addr(rd_w_addr),
  .w_data(rd_data),
  .w_ena(rd_w_ena),
  .r_addr1(rs1_r_addr),
  .r_data1(r_data1),
  .r_ena1(rs1_r_ena),
  .r_addr2(rs2_r_addr),
  .r_data2(r_data2),
  .r_ena2(rs2_r_ena)
);
endmodule
[flow/run.sh]
#!/bin/bash
# OpenROAD 26Q1-2900-gdf79404cd8, Yosys 0.63+post, stock flow scripts
make -C /OpenROAD-flow-scripts/flow DESIGN_CONFIG=/design/flow/config.mk WORK_HOME=/design/flow/orfs finish
[flow/config.mk]
export PLATFORM = sky130hd
export DESIGN_NAME = rvcpu
export DESIGN_NICKNAME = rvcpu
export VERILOG_FILES = /design/flow/design.v
export SDC_FILE = /design/flow/constraint.sdc
export NUM_CORES = 4
export LEC_CHECK = 1
export CORE_UTILIZATION = 40
[flow/constraint.sdc]
current_design rvcpu

set clk_period 8.6
set clk_io_pct 0.2

create_clock -name clk0 -period $clk_period [get_ports {clk}]

set non_clock_inputs [all_inputs -no_clocks]
set_input_delay [expr $clk_period * $clk_io_pct] -clock clk0 $non_clock_inputs
set_output_delay [expr $clk_period * $clk_io_pct] -clock clk0 [all_outputs]
==> results_slide.txt <==
Flow Results at a Glance

Setup path
  • FF-to-FF End: If_stage.pc[63]
  • CP startpoint: rst
  • Critical Path Fanout Max: 61
  • Worst Path Arrival: 2.94 ns
  • FF-to-FF path depth: 5
  • Reg2reg start: If_stage.pc[4]
  • Worst R2R Setup Slack: ~6.1 ns
  • Crit-path slowest cell: buf_4
  • Worst setup path class: input port to primary output
  • Critical path destination: inst_ena
  • Critical path data required time: 6.88 ns
  • CP Launch Type: input port
  • Critical-path cell list: buf_2 > buf_4 > inv_1 > clkdlybuf4s50_1
  • Max stage delay on crit path: 0.52 ns
  • Worst Setup End Kind: primary output

Global routing
  • Total GRT Usage: 0.1825
  • Number of global-route vias before repair: between 2k and 2.5k
  • Initial antenna violation count: 0
  • Grt ovf: 0
  • First-pass GRT wire length: 10760 microns
  • Largest net degree at the start of global routing: 62

Synthesis
  • Syn Area/Cell: 8.506 sq um
  • Mapped Cells: 347
  • Yosys Instances: roughly 350
  • FFs w/ async S/R, synth: 0
  • Synth Seq Share: 0.4205
  • Ys flops: between 60 and 70
  • Flip-flops with a built-in enable: 0
  • YS chip area: 2952 sq um
  • Cell Type Count: 33
  • Syn Std Cell Area: 2952 sq um
  • Synth Warn #: 3
  • Dominant Register Cell: dfxtp_1

Run
  • OpenROAD warning count: 57
  • Max-cap check violation count: 0

Routing
  • Routed WL: 6781 microns
  • Drt initial violations: ~120
  • Vias per cell: 5.053
  • Vias: 2582
  • Ant diodes: 0
  • 1st-pass router iterations: 4
  • Antenna viol nets, final: 0
  • Remaining DRCs: 0
  • WL/cell: 13.27 microns

Cells and area
  • Largest register FFs: approximately 62
  • Register with the most flip-flops: If_stage.pc
  • Synth-to-Final Area Change: 29.89%
  • Finished Layout Cells: roughly 500
  • Ratio of cells with drive above 1 in the final layout: 0.06988
  • Top Registers: If_stage.pc x62

Clocking
  • Hold buffers post-CTS: 0
  • Clock sink count: 62
  • CTS tree: yes
  • CTS buffer count: 9
  • Clock latency on the worst-skew pair: 0.34 ns
  • Setup bufs post-CTS: 0
  • Resized cells post-CTS: 0
  • Clk Tree Root Cell: clkbuf_8
  • H-Tree Depth: 3
  • Clock-pin slew on the worst setup and hold paths: 0.07 ns
  • Clk buf depth: 2

Final timing
  • F_max: 0.2145 GHz
  • Crit share post-route: 0.5420
  • Final Skew: 0.006008 ns
  • Relative slew slack: 0.5624
  • Final hold violations: 0
  • Worst-Margin Slew: 0.6564 ns
  • Fin. max-slew vios: 0
  • Setup_tns: 0 ns
  • Final setup viols: 0
  • RSZ-0062 raised after global routing: false
  • Final worst path period need: 4.661 ns

Floorplan
  • Chip area: approximately 7700 sq um
  • CORE AREA: 6944 sq um
  • Chip height: 87.90 microns
  • FP Util: 0.4250
  • # rows: 30
  • Die Wd: 87.90 microns
  • # IOs: 99

Placed design
  • Port Buffer Count: around 64
  • Dpl hpwl: 4635 microns
  • Placed cells: between 400 and 500
  • Gpl congestion: 0.8018

Hold path
  • Hold_sp: If_stage.pc[63]
  • Tightest Hold Check Type: register to register

Power
  • Leak: 1.257 nW
  • PwrDens: between 100 and 150 nW/um^2
  • VDD IR-drop max: ~120 uV

Run status
  • Status: complete, no violations
[placed cells by master (no fill, tap or decap), types with 4 or more instances in the layout]
cell type / synthesis / final
xnor2_1: 9 / 9
clkinv_2: 0 / 4
clkbuf_8: 0 / 9
and2_1: 5 / 5
xor2_1: 21 / 21
o21ai_0: 20 / 20
nor2_1: 38 / 38
nand2_1: 28 / 28
nand3_1: 22 / 22
and3_1: 5 / 5
o31ai_1: 10 / 10
nand4_1: 17 / 17
clkdlybuf4s50_1: 0 / 63
inv_1: 9 / 9
nor4_1: 4 / 4
or4_1: 10 / 10
dfxtp_1: 62 / 62
or3_1: 20 / 20
a21oi_1: 30 / 30
[power breakdown]
group | switching (W) | internal, W
sequential | 0.00000189 | 0.000288
combinational | 0.00000606 | 0.00000393
clock | 0.000109 | 0.000132
total | 0.000117 | 0.000424
[kinds of logic (layout without fill, tap and decap cells)]
family                     count (synthesis)  count (layout)  share of synthesized area
DFF                                       62              62                     0.4205
other                                      1               2                   0.001271
adders and majority gates                  1               1                   0.004238
and+or+nand+nor                          169             169                     0.3383
xor gates and xnor gates                  30              30                    0.08902
buffers and inverters                     24              91                    0.03646
AOI/OAI and AO/OA                         60              60                     0.1102
[through the flow]
stage,worst slack (ns),cell area [sq um],power (W),util,hold WS [ns]
floorplan,4.933,2955,0.0003024,-,0.4389
global placement,3.905,3652,0.0003066,0.5259,0.4674
detailed placement,3.914,3652,0.0003067,0.5259,0.4702
CTS,3.915,3834,0.0005502,0.5521,0.4804
global route,3.842,3834,0.0005633,0.5521,0.5186
finish,3.939,3834,0.0005413,0.5521,0.4804
[synthesized netlist by cell type (4+ instances only)]
| cell type | count | share of area |
|---|---|---|
| inv_1 | 9 | 0.011 |
| clkbuf_1 | 10 | 0.013 |
| nor2_1 | 38 | 0.048 |
| a21oi_1 | 30 | 0.051 |
| and2_1 | 5 | 0.011 |
| xor2_1 | 21 | 0.062 |
| o21ai_0 | 20 | 0.034 |
| dfxtp_1 | 62 | 0.42 |
| or4_1 | 10 | 0.025 |
| xnor2_1 | 9 | 0.027 |
| nor4_1 | 4 | 0.0085 |
| o31ai_1 | 10 | 0.025 |
| nand3_1 | 22 | 0.037 |
| nand4_1 | 17 | 0.036 |
| or3_1 | 20 | 0.042 |
| and3_1 | 5 | 0.011 |
| nand2_1 | 28 | 0.036 |
[final cells by class]
cell class / count / area [sq um]
clock buffers: 11 / 131.4
clock inverters: 5 / 50.05
fillers: 655 / 3110
inverters: 9 / 33.78
multi-input cells: 262 / 1607
flip-flops and latches: 62 / 1241
well taps: 96 / 120.1
repair buffers: 66 / 650.6
[how the worst min path moves through the flow]
stage | endpoint | slack (ns) | cells after the start
after CTS | If_stage.pc[63] | 0.48 | 2
after global routing | If_stage.pc[61] | 0.52 | 2
final | If_stage.pc[63] | 0.48 | 2
[layer usage]
layer | routed length, microns | track usage | part of all wire | vias to the layer above
li1 | - | - | - | 1370
met1 | 3530 | 0.2911 | 0.52 | 1156
met2 | 2838 | 0.2629 | 0.42 | 49
met3 | 342 | 0.05153 | 0.050 | 7
met4 | 69 | 0.01639 | 0.010 | 0
met5 | 0 | 0 | 0 | -
[critical path: cells and delay by family]
family                 cells  cell delay, ns
buffers and inverters      4            1.21
Power and IR drop assume default switching activity.
